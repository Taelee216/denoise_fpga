==> design/flow/design.v <==
module relu(
    input [31:0] din_relu,
    output [31:0] dout_relu
    );
    assign dout_relu = (din_relu[31] == 0)? din_relu : 0;   
endmodule 
==> design/flow/run.sh <==
#!/bin/bash
# OpenROAD 26Q1-2900-gdf79404cd8, Yosys 0.63+post, stock flow scripts
make -C /OpenROAD-flow-scripts/flow DESIGN_CONFIG=/design/flow/config.mk WORK_HOME=/design/flow/orfs finish
==> design/flow/config.mk <==
export PLATFORM = sky130hd
export DESIGN_NAME = relu
export DESIGN_NICKNAME = relu
export VERILOG_FILES = /design/flow/design.v
export SDC_FILE = /design/flow/constraint.sdc
export NUM_CORES = 4
export LEC_CHECK = 1
export CORE_AREA = 10 10 70 70
export DIE_AREA = 0 0 80 80
==> design/flow/constraint.sdc <==
current_design relu

set clk_period 1.0
set clk_io_pct 0.2

create_clock -name clk0 -period $clk_period

set non_clock_inputs [all_inputs -no_clocks]
set_input_delay [expr $clk_period * $clk_io_pct] -clock clk0 $non_clock_inputs
set_output_delay [expr $clk_period * $clk_io_pct] -clock clk0 [all_outputs]
==> run notes <==
Implementation numbers.

- The endpoint required time on the critical path is 0.80 ns.
- The total setup buffers inserted after CTS is 0.
- The sequential group share of total power is 0%.
- The clock period could shrink to a little over 0.9 ns.
- According to the I/O placement log, the pin count is 64.
- The die height is 80 um.
- Yosys attributes the largest share of cell area to sky130_fd_sc_hd__nor2b_1, sky130_fd_sc_hd__buf_6, sky130_fd_sc_hd__buf_4.
- The worst setup path is captured at an output port.
- Relative to the synthesized area, the layout overhead comes to 204.7%.
- OpenROAD emitted warnings numbering 32.
- There are 0 flip-flops and latches.
- The area figure in the yosys stat output is 239.0 um2.
- The share of the Yosys chip area taken by registers is 0%.
- In the final layout, the share of cells above drive strength 1 is 36.36%.
- The routed design ends up with an antenna cell count of 0.
- The total of warnings raised by yosys is 0.
- From the final report, the count of setup violators was given as 0.
- The first-iteration detailed-routing DRC count is 9.
- The HPWL after detailed placement is 1.553 mm.
- The overall die width is 80 um.
- The iteration count recorded for the first detailed-route pass is 2.
- The overall die size recorded for this design is 0.006400 mm2.
- The data arrival time reported for the critical path is between 0.7 and 0.8 ns.
- Per the timing report, the achievable frequency comes out to 1093 MHz.
- The number of placement rows is 21.
- The leakage power is 0.4086 nW.
- The routability-driven placement congestion ratio is approximately 0.7.
- The initial antenna violation count came to 0.
- Using the TritonRoute via totals, the vias-per-cell ratio works out to ~3.1.
- The mapped cell area is 239.0 um2.
- The switching share of power is ~28%.
- The layout clock buffer count is 0.
- The remaining antenna violation count after routing is 0.
- The run reported a max-capacitance violation count of 0.
- For this run, the total global-route usage over all layers was measured as 5.149%.
- Entering global routing, the biggest net connects 10 pins.
- The run finished with clean final reports.
- The wire length recorded after detailed routing is 1.806 mm.
- Note that the worst hold path type here is in2out.
- Setup repair after global routing left no endpoint under its margin.
- Per the synthesis report, the dominant area consumer among library cells is sky130_fd_sc_hd__nor2b_1.
- Per the detail_route report, routed wire per instance is 12.46 um.
- The first global-routing pass estimated 2.711 mm of wire.
- The total grt overflow is 0.
- Input and output buffers added on the ports amount to 63.
- Yosys instantiated no cell more often than sky130_fd_sc_hd__nor2b_1.
- The portion of the clock cycle consumed by the worst path in the final layout is 91.53%.
- STA classifies the critical path startpoint as a primary input.
- The number of cell instances after yosys synthesis is 36.
- The final timing report lists a hold violation count of 0.
- The share of total power dissipated in the clock network is 0%.
- The share of the core area taken by cells at floorplan is 6.996%.
- The power per standard cell area is 281.0 mW/mm2.
- Per the post-synthesis report, the number of cells in the design is 36.
- The total via count in the routed design is 455.
- The startpoint-to-endpoint class of the critical path is in2out.
- The via count of the first global-routing pass is 508.
- The core region is approximately 0.0034 mm2.
- The final max-slew violation count is 0.
- The count of unique library cells instantiated by Yosys is 4.
- The sequential cell area is 0 um2.
- The internal power summed over all cells is approximately 0.15 mW.
- Across the VDD grid, the largest voltage drop is 0.1088 mV.
- The final routed DRC violation total is 0.
- The critical-path maximum fanout is 7.
- Per the OpenROAD power report, switching power amounts to 0.05778 mW.
- The synthesized area per cell is ~6.6 um2.
- After synthesis, the most frequently instantiated cells are sky130_fd_sc_hd__nor2b_1, sky130_fd_sc_hd__buf_6, sky130_fd_sc_hd__buf_4, sky130_fd_sc_hd__conb_1.
- Overall power consumption after layout is estimated at 0.2046 mW.
- The worst-case hold slack is just under 0.8 ns.
- The area share of the largest cell type after synthesis is between 80 and 90%.
- The share of power burned in combinational logic is 100.0%.
## power by group through the flow
stage / combinational, mW / sequential, mW / clock [mW]
CTS: 0.214 / 0 / 0
global route: 0.233 / 0 / 0
finish: 0.205 / 0 / 0
## layer usage
metal	vias to the layer above	global-route usage, %	part of all wire (%)
met4	0	0	0
met2	30	9.310	50
met1	197	5.999	39
li1	228	-	-
met3	0	1.818	10
met5	-	0	0
## stage by stage
| stage | util (%) | setup slack (ns) | instance area [um2] | TNS [ns] | cells |
|---|---|---|---|---|---|
| 3_3_place_gp | 26.37 | -0.6330 | 900.9 | -18.92 | 143 |
| 4_1_cts | 21.32 | 0.06690 | 728.2 | 0 | 145 |
| 5_1_grt | 21.32 | 0.006737 | 728.2 | 0 | 145 |
| 6_report | 21.32 | 0.08467 | 728.2 | 0 | 145 |
| 2_1_floorplan | - | 0.4288 | 239.0 | 0 | 36 |
| 3_5_place_dp | 26.37 | -0.6501 | 900.9 | -19.33 | 143 |
## cell families after synthesis
kind of cell  after synthesis  share of synthesized area, %
simple gates               31                         81.15
buf+inv                     4                         17.28
other cells                 1                         1.569
## layout make-up
| cell class | instances | area, um2 |
|---|---|---|
| Timing Repair Buffer | 67 | 473.0 |
| Fill cell | 416 | 2688 |
| Multi-Input combinational cell | 32 | 197.7 |
| Tap cell | 46 | 57.56 |
## path summary, 6_finish.rpt
check                   startpoint       endpoint  slack (ns)  depth (start not counted)
worst min-delay path  din_relu[15]  dout_relu[15]        0.78                          3
worst max-delay path  din_relu[31]  dout_relu[10]        0.08                          4
## placed cells by master (no fill, tap or decap)
cell and count:
sky130_fd_sc_hd__nor2b_1 31, sky130_fd_sc_hd__conb_1 1, sky130_fd_sc_hd__buf_6 3, sky130_fd_sc_hd__dlygate4sd2_1 31
sky130_fd_sc_hd__buf_4 1, sky130_fd_sc_hd__buf_2 32
## worst max-delay path: stages
cell,delay [ns]
sky130_fd_sc_hd__buf_2,0.14
sky130_fd_sc_hd__buf_4,0.16
sky130_fd_sc_hd__nor2b_1,0.11
sky130_fd_sc_hd__buf_2,0.10
## what timing repair did
| item | 4_1_cts | 5_1_grt |
|---|---|---|
| hold buffers | 0 | 0 |
| endpoints found under the setup margin | 31 | 0 |
| resized | 133 | 0 |
Power is estimated from default activity; no workload was simulated.
