===== ./design.v =====
module sigmoid_simple(X,Y);
	parameter DATA_WIDTH = 16;
	parameter FRACT_WIDTH = 8;
	input signed [DATA_WIDTH-1:0] X;
	output wire [DATA_WIDTH-1:0] Y;
	wire signed [DATA_WIDTH-1:0] s1;
	assign s1 = X+16'h0200;  
	assign Y = (X[DATA_WIDTH-1]) ? (
		(X < -16'h0200)? 16'h0000 : (s1>>>2) )   
		: ( (X>16'h0200) ? 16'h0100: (s1>>>2) );
endmodule
module sigmoid(x,out_t);
    input signed [15:0] x;
    output [15:0] out_t;
    reg signed [15:0] out;
    reg signed [7:0] y,z,sum;
    reg signed [15:0] sq,sh;
   always@(*)
   begin
   if(x[7]==1'b1)
       y=-x;
   else
       y=x;
   z=y>>>2 ;
   sum= z+8'b1111_0000;
   sq=sum*sum;
   sh=sq>>>1;
   if(x[7]==1'b1)
       out=sh;
   else
       out=16'b00000001_00000000-sh;
   end
   assign out_t = out;
endmodule
`timescale 1ns / 1ps
module sigmoid_function#(
    parameter integer_dataWidth_i = 5,  
    parameter fraction_dataWidth_i =  5,
    parameter integer_dataWidth_o = 2,
    parameter fraction_dataWidth_o = 8
    )
    (
    input wire clk,
    input wire reset,
    input wire c_en,
    input wire [integer_dataWidth_i-1:-fraction_dataWidth_i] data_in,
    output wire [integer_dataWidth_o-1:-fraction_dataWidth_o] data_out
    );
(* keep = "true" *) reg [integer_dataWidth_i-1:-fraction_dataWidth_i] data_in_internal;
(* keep = "true" *) reg [integer_dataWidth_o-1:-fraction_dataWidth_o] data_out_internal;
wire integral_g, fractional, integral_e, do_math, integer_g_p, integer_g_n;
wire  [21:0] mult, mult_1;
wire  [21:0] add;
constant_coeff_multiplier #(
        .constant_coeff(12'b0000_00110011),
        .dataWidth_i(integer_dataWidth_i+fraction_dataWidth_i),
        .dataWidth_o(22)
        )multiplier_1(
        .clk(clk),
        .A(data_in_internal),
        .P_seq(mult)
        );
always@(posedge clk) begin
    if(reset) begin
        data_in_internal <= 0;
    end
    else begin
        if(c_en) begin  
            data_in_internal <= data_in;
        end
        else begin
            data_in_internal <= 0;
        end
    end
end
always@(posedge clk) begin
    if(reset) begin
        data_out_internal <= 0;
    end
    else begin
        if(do_math) begin
                data_out_internal <= {add[14:5]};
        end
        else begin
            if(data_in_internal[integer_dataWidth_i-1]) begin
                data_out_internal <= 10'b0;
            end
            else begin
                data_out_internal <= 10'b01_00000000;
            end
        end
    end
end
assign integral_g = data_in_internal[integer_dataWidth_i-1] ? ((data_in_internal[integer_dataWidth_i-2:0]) < 4'b1101) : (data_in_internal[integer_dataWidth_i-2:0] > 4'b0010);   
assign integral_e = data_in_internal[integer_dataWidth_i-1] ? ((data_in_internal[integer_dataWidth_i-2:0]) == 4'b1101) : (data_in_internal[integer_dataWidth_i-2:0] == 4'b0010);  
assign fractional =  data_in_internal[integer_dataWidth_i-1] ? (data_in_internal[-1:-fraction_dataWidth_i] < 5'b10000) : (data_in_internal[-1:-fraction_dataWidth_i] > 5'b10000);  
assign do_math = ((!fractional) & (!integral_g)) | ((!integral_e) & (!integral_g));  
assign add = mult + 22'b000000000_1000000000000;
assign data_out = data_out_internal;
endmodule

===== ./run.sh =====
#!/bin/bash
# OpenROAD 26Q1-2900-gdf79404cd8, Yosys 0.63+post, stock flow scripts
make -C /OpenROAD-flow-scripts/flow DESIGN_CONFIG=/design/flow/config.mk WORK_HOME=/design/flow/orfs finish

===== ./config.mk =====
export PLATFORM = sky130hd
export DESIGN_NAME = sigmoid_simple
export DESIGN_NICKNAME = sigmoid_simple
export VERILOG_FILES = /design/flow/design.v
export SDC_FILE = /design/flow/constraint.sdc
export NUM_CORES = 4
export LEC_CHECK = 1
export CORE_AREA = 10 10 70 70
export DIE_AREA = 0 0 80 80

===== ./constraint.sdc =====
current_design sigmoid_simple

set clk_period 2.1
set clk_io_pct 0.2

create_clock -name clk0 -period $clk_period

set non_clock_inputs [all_inputs -no_clocks]
set_input_delay [expr $clk_period * $clk_io_pct] -clock clk0 $non_clock_inputs
set_output_delay [expr $clk_period * $clk_io_pct] -clock clk0 [all_outputs]

==> impl_results.html <==
<h2>Synthesis and place &amp; route</h2>
<table>
<tr><th>Metric</th><th>Value</th></tr>
<tr><th colspan="2">Run status</th></tr>
<tr><td>Run status</td><td>finished, final reports clean</td></tr>
<tr><th colspan="2">Min path</th></tr>
<tr><td>Instance count along the most critical hold path</td><td>3</td></tr>
<tr><td>Kind of path behind the tightest hold check</td><td>in -&gt; out</td></tr>
<tr><th colspan="2">Die</th></tr>
<tr><td>I/O Pins</td><td>32</td></tr>
<tr><td>FP Rows</td><td>21</td></tr>
<tr><td>Total die size</td><td>around 6400 sq um</td></tr>
<tr><td>Core area</td><td>about 3400 sq um</td></tr>
<tr><td>Fp util</td><td>6.85%</td></tr>
<tr><td>Die boundary width</td><td>80 um</td></tr>
<tr><td>Die height</td><td>approximately 80 um</td></tr>
<tr><th colspan="2">Critical path</th></tr>
<tr><td>Arrival @ worst endpoint</td><td>roughly 1.6 ns</td></tr>
<tr><td>Crit path capture type</td><td>primary output</td></tr>
<tr><td>Critical Path Source Type</td><td>primary input</td></tr>
<tr><td>Critical setup path kind</td><td>in -&gt; out</td></tr>
<tr><td>Required time worst endpoint</td><td>1.68 ns</td></tr>
<tr><td>Crit-path max FO</td><td>5</td></tr>
<tr><th colspan="2">STA</th></tr>
<tr><td>Period minus WS final</td><td>2.05 ns</td></tr>
<tr><td>Final Hold Violation Tally</td><td>0</td></tr>
<tr><td>Final setup violation count</td><td>0</td></tr>
<tr><td>Post-layout period usage</td><td>97.6%</td></tr>
<tr><td>Setup repair after global routing missed its margin</td><td>yes</td></tr>
<tr><td>Maximum clock rate</td><td>between 0.4 and 0.5 GHz</td></tr>
<tr><td>Worst hold-check slack</td><td>1.17 ns</td></tr>
<tr><td>Total count of max-transition violations in the final report</td><td>0</td></tr>
<tr><th colspan="2">Final layout</th></tr>
<tr><td>FF+latch area</td><td>0 sq um</td></tr>
<tr><td>Post-layout utilization of the core</td><td>roughly a fifth</td></tr>
<tr><td>Flip-flop and latch count</td><td>0</td></tr>
<tr><td>Fill cell count</td><td>~380</td></tr>
<tr><td>Fraction of final layout cells sized beyond drive strength 1</td><td>58.7%</td></tr>
<tr><td>Clock buffer count in the final layout</td><td>0</td></tr>
<tr><td>Final instance area</td><td>671 sq um</td></tr>
<tr><td>Top Layout Cells</td><td>dlygate4sd2_1 (10), buf_4 (10), clkbuf_2 (7)</td></tr>
<tr><td>Area growth syn-to-layout</td><td>187%</td></tr>
<tr><th colspan="2">Placed design</th></tr>
<tr><td>Placed Instance Area</td><td>598 sq um</td></tr>
<tr><td>Number of input and output port buffers inserted</td><td>28</td></tr>
<tr><td>HPWL after detailed placement</td><td>1.01 mm</td></tr>
<tr><td>Final RePlAce weighted congestion</td><td>0.785</td></tr>
<tr><th colspan="2">Synth</th></tr>
<tr><td>Top cells, area</td><td>and2_1 (21%), buf_4 (13%), ha_1 (11%)</td></tr>
<tr><td>Sequential area share after synthesis</td><td>0%</td></tr>
<tr><td>Parity-gate share of the synthesized area counting xor and xnor cells</td><td>7.49%</td></tr>
<tr><td>Simple share</td><td>54.5%</td></tr>
<tr><td>Cell accounting for the most synthesized area</td><td>and2_1</td></tr>
<tr><td>Post-synth top area share</td><td>between 20% and 30%</td></tr>
<tr><td>Total of warnings raised by yosys</td><td>0</td></tr>
<tr><td>Synthesis area per yosys</td><td>~230 sq um</td></tr>
<tr><td>Top non-seq family</td><td>simple AND/OR/NAND/NOR gates</td></tr>
<tr><td>AND-OR/OR-AND Cells, Area Fraction</td><td>~11%</td></tr>
<tr><td>Fraction of the mapped netlist area in adder cells</td><td>a little over a tenth</td></tr>
<tr><td>Synthesized area</td><td>234 sq um</td></tr>
<tr><td>Post-synth cell types</td><td>18</td></tr>
<tr><td>Mux cell area share</td><td>0%</td></tr>
<tr><td>Instance tally after logic synthesis</td><td>37</td></tr>
<tr><td># Cells Yosys</td><td>37</td></tr>
<tr><td>Syn avg cell area</td><td>6.32 sq um</td></tr>
<tr><th colspan="2">Power</th></tr>
<tr><td>Cell leakage power</td><td>between 0.3 and 0.4 nW</td></tr>
<tr><td>Final Total Pwr</td><td>between 0.07 and 0.08 mW</td></tr>
<tr><td>Worst vdd rail ir drop</td><td>just under 20 uV</td></tr>
<tr><td>PD cells</td><td>105 nW/um^2</td></tr>
<tr><th colspan="2">Routing</th></tr>
<tr><td>Initial detailed-routing violation count</td><td>7</td></tr>
<tr><td>Routed wire length</td><td>1.22 mm</td></tr>
<tr><td>Antenna Nets Post-Route</td><td>0</td></tr>
<tr><td>Number of remaining DRC errors</td><td>0</td></tr>
<tr><td>Drt pass-1 iters</td><td>4</td></tr>
<tr><td>WL/cell</td><td>around 10 um</td></tr>
<tr><td>Mean number of vias per cell</td><td>~3.3</td></tr>
<tr><td>Number of antenna cells inserted</td><td>0</td></tr>
<tr><td>Total via count in the routed design</td><td>between 300 and 400</td></tr>
<tr><th colspan="2">GRT</th></tr>
<tr><td>Vias in the first global route</td><td>between 400 and 500</td></tr>
<tr><td>Antenna violations before repair</td><td>0</td></tr>
<tr><td>GRT Resource Usage Total</td><td>approximately 3.4%</td></tr>
<tr><td>Total gr overflow</td><td>0</td></tr>
<tr><td>Largest net degree at the start of global routing</td><td>6</td></tr>
<tr><td>Wire length of the first global-routing pass</td><td>around 1.9 mm</td></tr>
<tr><th colspan="2">Job</th></tr>
<tr><td>Number of warnings in the stage logs</td><td>34</td></tr>
<tr><td>Maxcap violations</td><td>0</td></tr>
</table>
## cells in the mapped netlist
library cell / number
nor3b_1: 1
o21ai_2: 1
conb_1: 1
nor3_1: 2
o22ai_1: 1
a31oi_1: 1
a21oi_1: 1
and2_1: 8
nand2_1: 2
nor4_1: 1
nor2_1: 4
inv_1: 1
xor2_1: 2
nor4b_1: 1
ha_1: 2
buf_4: 4
and3_1: 2
nand3_1: 2
## worst max-delay path, stage by stage
cell	delay, ns
buf_8	0.10
inv_4	0.04
ha_4	0.11
nor4b_4	0.19
a31oi_2	0.14
o21ai_2	0.19
buf_4	0.15
buf_6	0.09
and2_4	0.11
buf_2	0.08
## kinds of logic after synthesis
| family | Yosys count |
|---|---|
| AND-OR/OR-AND | 4 |
| AND/OR/NAND/NOR | 23 |
| other | 1 |
| adder cells (fa/ha/maj) | 2 |
| buffers and inverters | 5 |
| XOR/XNOR | 2 |
## per-stage QoR
step	TNS, ns	std cells	worst slack [ns]
final	0	121	0.0499
after global routing	-0.158	121	-0.0691
after CTS	0	119	0.00490
after detailed placement	-7.68	116	-0.710
after global placement	-6.98	116	-0.645
after floorplan	0	40	0.429
## what timing repair did
action / 4_1_cts / 5_1_grt
gates resized: 72 / 20
endpoints found under the setup margin: 12 / 11
pin swaps: 16 / 5
hold buffers: 0 / 0
setup buffers: 3 / 2
## path summary, 6_finish.rpt
kind,end,start,slack (ns)
worst max-delay path,Y[2],X[10],0.05
worst min-delay path,Y[6],X[8],1.17
## area by class of cell
type / count / area, sq um / area share, %
Inverter: 1 / 6.26 / 0.933
Multi-Input combinational cell: 35 / 310 / 46.3
Tap cell: 46 / 57.6 / 8.58
Timing Repair Buffer: 39 / 297 / 44.2
## routing by layer
metal / global-route usage, % / up-vias / wire [um]
met1: 4.09 / 182 / 512
met2: 6.18 / 19 / 568
li1: - / 197 / -
met3: 1.02 / 0 / 142
met5: 0 / - / 0
met4: 0 / 0 / 0
## power by group
| group | switching [mW] | leakage, nW | internal, mW | total (mW) |
|---|---|---|---|---|
| registers | 0 | 0 | 0 | 0 |
| clock network | 0 | 0 | 0 | 0 |
| logic | 0.0302 | 0.314 | 0.0405 | 0.0707 |
No activity file was given, so power comes from the tool's default toggle rates.
