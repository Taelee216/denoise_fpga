===== run.sh =====
#!/bin/bash
# OpenROAD 26Q1-2900-gdf79404cd8, Yosys 0.63+post, stock flow scripts
make -C /OpenROAD-flow-scripts/flow DESIGN_CONFIG=/design/flow/config.mk WORK_HOME=/design/flow/orfs finish

===== config.mk =====
export PLATFORM = sky130hd
export DESIGN_NAME = qmult
export DESIGN_NICKNAME = qmult
export VERILOG_FILES = /design/flow/design.v
export SDC_FILE = /design/flow/constraint.sdc
export NUM_CORES = 4
export LEC_CHECK = 1
export CORE_UTILIZATION = 40

===== design.v =====
module qmult #(
	parameter N = 32,
	parameter Q = 16
	)
	(
	 input                  clk,
	 input			[N-1:0]	a,
	 input			[N-1:0]	b,
	 output         [N-1:0] q_result     
	 );
	wire [2*N-1:0]	f_result;		 
	wire [N-1:0]   multiplicand;
	wire [N-1:0]	multiplier;
	wire [N-1:0]    a_2cmp, b_2cmp;
	wire [N-2:0]    quantized_result,quantized_result_2cmp;
	assign a_2cmp = {~a[N-1],~a[N-2:0]+ 1'b1};   
	assign b_2cmp = {~b[N-1],~b[N-2:0]+ 1'b1};   
    assign multiplicand = (a[N-1]) ? a_2cmp : a;              
    assign multiplier   = (b[N-1]) ? b_2cmp : b;
     assign f_result = multiplicand[N-2:0] * multiplier[N-2:0];   
    assign q_result[N-1] = a[N-1]^b[N-1];                      
    assign quantized_result = f_result[N-2+Q:Q];               
    assign quantized_result_2cmp = ~quantized_result[N-2:0] + 1'b1;   
    assign q_result[N-2:0] = (a[N-1]^b[N-1]) ? quantized_result_2cmp : quantized_result;  
endmodule
module tanh_lut #(
    parameter			AW = 10,  
    parameter			DW = 32,
    parameter			N = 32,
    parameter			Q = 16,
    parameter fixed = 32,
    parameter input_dense_bias_size	= 24,
    	parameter	input_dense_weights_size			= 1008
    )(
    input				clk,
    input	[N-1:0]		phase,
    output	[DW-1:0]	tanh
    );
    reg 	[AW-1:0]	addra_reg;
    wire	[DW-1:0]	tanha;
    wire	[DW-1:0]	tanhb;
    reg 	[AW-1:0]	addrb_reg;
    initial 
    begin
    end
    reg signed [9:0] tanh_in_a;
    wire [31:0] tanh_out_a;
    tanh_mem tanh_A(.addra(tanh_in_a), .clka(clk), .douta(tanh_out_a));
    reg signed [9:0] tanh_in_b;
    wire [31:0] tanh_out_b;
    tanh_mem tanh_B(.addra(tanh_in_b), .clka(clk), .douta(tanh_out_b));
    reg signed [31:0] in = 32'b0;
    wire [31:0] vadgrubias; 
     wire [31:0] noisegru; 
    reg signed [31:0] out;
    reg signed [31:0] out2;
    vad_gru_bias_mem vad_gru_bias(clk, , in, ,vadgrubias);
    noise_gru_input_weights_mem ngiw(.clka(clk), .addra(in), .douta(noisegru));
    always@(posedge clk)
    begin
        tanh_in_a <= phase[17:8];
        tanh_in_b <= phase[17:8] + 1'b1;
        out = vadgrubias;
        out2 = noisegru;
    end
    assign tanhb = tanh_out_b;
    assign tanha = tanh_out_a;
    wire [31:0] frac,one_minus_frac;
    wire [31:0] p1,p2;
    wire [31:0] one;
    wire [DW-1:0] tanh_temp;
    assign frac = {{24{1'd0}},phase[7:0]};  
    assign one = 32'b00000000_00000001_00000000_00000000;
    assign one_minus_frac = one - frac;
    qmult #(N,Q) mul1 (clk,tanha,frac,p1);
    qmult #(N,Q) mul2 (clk,tanhb,one_minus_frac,p2);    
    assign tanh_temp = p1 + p2;     
    assign tanh = (phase [N-1]) ? (phase[N-14] ? (32'b11111111_11111111_00000000_00000000) : (~tanh_temp + 1'b1)) :(phase[N-14] ? (32'b00000000_00000001_00000000_00000000):(tanh_temp));
endmodule

===== constraint.sdc =====
current_design qmult

set clk_period 24.5
set clk_io_pct 0.2

create_clock -name clk0 -period $clk_period

set non_clock_inputs [all_inputs -no_clocks]
set_input_delay [expr $clk_period * $clk_io_pct] -clock clk0 $non_clock_inputs
set_output_delay [expr $clk_period * $clk_io_pct] -clock clk0 [all_outputs]

==> reports/qor.txt <==
Worst-path maximum fanout: 25
Number of clock buffers in the layout: 0
Final Slew Violations: 0
Synthesis-to-finish area growth: 9.06%
Buf/Inv on CP: 8
Die height: 267 um
Part of the Yosys area used for sequential elements: 0%
Status: finished, final reports clean
Total Die Area: 0.0712 mm^2
Yosys stat area: 0.0281 mm^2
Registers: 0
Endpoints failing hold: 0
Number of global-route vias before repair: 22900
Min Tclk post-route: 21.96 ns
Syn Inst Count: 3270
HPWL after detailed placement: 71800 um
Syn Area/Cell: 8.58 um^2
1st-iter DRT viols: 929
DRT Pass-1 Iters: 5
Most Frequent Cell on Critical Path: fa_1
Unique cell types: 79
Mapped Area: 0.0281 mm^2
Fin Setup TNS: 0 ns
RSZ-0062 raised after global routing: no
IO Port Bufs: 96
Post CTS Setup Buffer Count: 0
Core Box Area: 0.0689 mm^2
Hold EP: q_result[2]
Routed WL per cell: 19.9 um
Period utilisation layout: 89.6%
Die Span X: 267 um
Routed Antenna Nets: 0
Via density: 5.10
Worst hold path type: input pin to output port
Diode count: 0
GR Overflow Total: 0
Final Wtd Congestion: 1.04
Max cap viols: 0
Req. time, crit path: 19.60 ns
Most numerous logic cells after layout: 735 x inv_1, 734 x fa_1, 541 x nand2_1
Crit path arrival time: 17.06 ns
Layout cells sized above 1: 5.22%
CTS Hold Bufs: 0
Post-synthesis cell count from yosys: 3270
Worst path max stage delay: 0.69 ns
Worst setup EP type: output port
# DRC: 0
Post-route core utilization: 44.4%
Fp_density: 40.7%
Maximum clock rate: 45.5 MHz
Routed Wire Length: 84700 um
Least-Margin Pin Slew: 0.998 ns
Dominant logic cell type in the layout: inv_1
Largest net degree at the start of global routing: 34
I/O pins: 97
Row cnt: 96
Worst slew margin: 32.8%
Fill cells: 6950
First-pass GRT wire length: 135000 um
CP top delay family: adder cells
OpenROAD warning count: 33
Startpoint types: input pin
Worst path slowest cell: a211oi_1
Via count: 21800
Sequential standard cell area: 0 um^2
Initial antenna violation count: 1
Hold depth: 7
Final setup viols: 0
GRT Overall Usage: 27.0%
Yosys Warn Count: 0
Post-cts sizing count: 0
Min-delay src: a[31]
Setup Crit Path Kind: input pin to output port
-- synthesized netlist by cell type, types with 7 or more instances --
library cell / number / area, um^2
and2_1: 52 / 325
inv_1: 735 / 2760
a31oi_1: 11 / 68.8
nand3_1: 9 / 45.0
a21oi_1: 54 / 270
or3_1: 10 / 62.6
o31ai_1: 13 / 97.6
nor2_1: 356 / 1340
o21ai_0: 39 / 195
xnor2_1: 117 / 1020
xor2_1: 69 / 604
ha_1: 172 / 2150
nand2b_1: 12 / 75.1
o211ai_1: 8 / 60.1
o21a_1: 7 / 52.6
and3_1: 8 / 50.1
nor3_1: 17 / 85.1
nand4_1: 12 / 75.1
o41ai_1: 11 / 96.3
nand2_1: 541 / 2030
a21o_1: 19 / 143
fa_1: 734 / 14700
clkbuf_1: 145 / 544
-- final cells by class --
type                            count  area [um^2]  share of cell area (%)
Inverter                          735         2760                    9.02
Multi-Input combinational cell   2387        24900                    81.2
Tap cell                          931         1160                    3.81
Timing Repair Buffer              211         1820                    5.95
-- per-layer routing --
metal / track usage (%) / vias up / routed length [um] / share of wire (%)
met1: 36.7 / 11000 / 32000 / 38
met5: 0.762 / - / 85 / 0.10
met3: 14.7 / 77 / 11700 / 14
met2: 39.8 / 909 / 38800 / 46
li1: - / 9746 / - / -
met4: 5.03 / 4 / 2050 / 2.4
-- cell families after synthesis --
family	share of synthesized area (%)
simple gates	16.1
fa+ha+maj	60.0
buf+inv	11.8
compound gates	5.88
xor+xnor	6.00
mux	0.125
-- metrics by stage --
step	instance area (um^2)	setup slack (ns)	hold slack, ns	std cells
after detailed placement	30600	2.67	11.21	4264
after CTS	30600	2.58	11.21	4264
final	30600	2.54	11.21	4264
after global routing	30600	1.97	11.28	4264
after global placement	30600	2.58	11.20	4264
after floorplan	28100	5.01	10.52	3270
-- worst max path at each step --
stage	startpoint	to	slack (ns)	depth (start not counted)
CTS	b[0]	q_result[26]	2.58	34
global route	b[0]	q_result[26]	1.97	34
finish	b[0]	q_result[26]	2.54	34
